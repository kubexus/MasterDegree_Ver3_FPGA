[/design/flow/config.mk]
export PLATFORM = sky130hd
export DESIGN_NAME = Transmitter
export DESIGN_NICKNAME = Transmitter
export VERILOG_FILES = /design/flow/design.v
export SDC_FILE = /design/flow/constraint.sdc
export NUM_CORES = 4
export LEC_CHECK = 1
export CORE_AREA = 10 10 100 100
export DIE_AREA = 0 0 110 110
[/design/flow/constraint.sdc]
current_design Transmitter

set clk_period 3.4
set clk_io_pct 0.2

create_clock -name clk0 -period $clk_period [get_ports {clk}]

set non_clock_inputs [all_inputs -no_clocks]
set_input_delay [expr $clk_period * $clk_io_pct] -clock clk0 $non_clock_inputs
set_output_delay [expr $clk_period * $clk_io_pct] -clock clk0 [all_outputs]
[/design/flow/design.v]
module Transmitter #(parameter BIT_RATE_VAL = 16'h01B0)(
	input wire clk,
	input wire res,
	input wire drl,
	output wire load,
	input wire [7:0] din,
	output wire tx
);
reg [3:0] FSM;
reg [3:0] bit_count;
reg [15:0] clk_count;
reg [9:0] transmit;
reg tx_reg;
initial begin
	FSM <= 4'h0;
	bit_count <= 4'h0;
	clk_count <= 16'h0000;
	transmit <= {10{1'b0}};
	tx_reg <= 1'b1;
end
assign tx = tx_reg;
assign load = (FSM == 4'h1)? 1'b1:1'b0;
always @(posedge clk) begin
	if (res)
		FSM <= 4'h0;
	else begin
		case (FSM)
			4'h0: if (drl) FSM <= 4'h1;
			4'h1: FSM <= 4'h2;
			4'h2: FSM <= 4'h3;
			4'h3: FSM <= 4'h4;
			4'h4: if (clk_count == 16'h0000) FSM <= 4'h5;
			4'h5: if (bit_count == 4'h0) FSM <= 4'h0; else FSM <= 4'h3;
			default: FSM <= 4'h0;
		endcase
	end
end
always @ (posedge clk) begin
	if (res) begin
		bit_count <= 4'h0;
	end
	else begin
		if (FSM == 4'h2)
			bit_count <= 4'ha;
		if (FSM == 4'h3)
			bit_count <= bit_count - 1;
	end
end
always @ (posedge clk) begin
	if (res)
		clk_count <= 16'h0000;
	else begin
		if (FSM == 4'h3)
			clk_count <= BIT_RATE_VAL;
		if (FSM == 4'h4)
			clk_count <= clk_count - 1;
	end
end
always @ (posedge clk) begin
	if (res)
		transmit <= {10{1'b0}};
	else begin
		if (FSM == 4'h2)
			transmit <= {1'b1,din,1'b0};
		if (FSM == 4'h3)
			transmit <= {1'b0,transmit[9:1]};
	end
end
always @ (posedge clk) begin
	if (res)
		tx_reg <= 1'b1;
	else begin 
		if (FSM == 4'h3) 
			tx_reg <= transmit[0];
	end
end
endmodule
[/design/flow/run.sh]
#!/bin/bash
# OpenROAD 26Q1-2900-gdf79404cd8, Yosys 0.63+post, stock flow scripts
make -C /OpenROAD-flow-scripts/flow DESIGN_CONFIG=/design/flow/config.mk WORK_HOME=/design/flow/orfs finish
==> run_results.csv <==
group,metric,value,unit
final_layout,instances_no_fill,297,
floorplanning,die.size.y,110,µm
setup_path,crit_path_cell_trace,"nor3b_2, nand2_1, nor4_1, mux2_2",
timing,relSlewSlack,0.4114,
setup_path,crit_start,"FSM[2]$_SDFFE_PP0P_",
clocking,cts-hold-fix-buffers,0,
setup_path,cpPeakStageDelay,670,ps
setup_path,critPathKind,"flop to flop",
setup_path,endpoint,"clk_count[15]$_SDFFE_PP0P_",
clocking,path_clk_slew,70,ps
power_and_ir_drop,sw_frac_of_total,0.3599,
timing,fmax,430.7,MHz
floorplanning,die_w,110,µm
setup_path,end_kind,"flop",
synthesis,synth_seq_share,0.4165,
clocking,numCtsBuffers,5,
route,n_antenna_cell,0,
synthesis,ys_sh_mux,0.06891,
clocking,ctsLongestPathBuffers,2,
power_and_ir_drop,vdd_drop_max,0.0001961,V
synthesis,synth.avg_cell_area,8.833,µm²
synthesis,ys_area,1634,µm²
synthesis,flop_cell,"dfxtp_1",
timing,drv_slew,0,
synthesis,yosysWarnings,1,
synthesis,ys_sh_xor,0.005360,
job,cap_violations,0,
timing,setup_viol,0,
power_and_ir_drop,pwr-share-comb,0.375,
timing,hold_viol_final,0,
setup_path,r2r_slack,1080,ps
worst_hold_path,hold_path.class,"flop to flop",
route,drcViolationCount,0,
clocking,cts_setup_buffers,0,
place,io_buffers,12,
synthesis,ys_cells,185,
setup_path,critPathArrivalTime,2500,ps
route,drt-total-wl,3356,µm
route,dr.first_iter.drc_count,46,
synthesis,synth_adder_area_share,0.01531,
clocking,htree_levels,2,
floorplanning,initial_utilization,0.2093,
grt,grt_antenna_before_repair,0,
setup_path,critPathRequiredTime,3570,ps
power_and_ir_drop,pwr-share-clk,0.213,
setup_path,path_max_fanout,13,
outcome,status,"complete, no violations",
timing,rsz0062_at_grt,"false",
final_layout,nFillCells,836,
final_layout,top_register,"clk_count",
final_layout,drive_gt1_frac,0.1026,
final_layout,largest_reg_flops,16,
timing,setup_tns,0,ps
setup_path,r2r_start,"FSM[2]$_SDFFE_PP0P_",
clocking,cts-root-buf,"clkbuf_8",
synthesis,synth_cells,185,
grt,grt_max_degree,24,
final_layout,area_growth,18.91,%
synthesis,async_reset_ff_frac,0,
clocking,clk_latency,280,ps
timing,post-route-period-util,0.6829,
worst_hold_path,holdPathStages,2,
route,routed-via-count,1354,
synthesis,top_logic_kind,"simple AND/OR/NAND/NOR gates",
job,stage_log_warnings,25,
clocking,cts_sinks,34,
route,post_drt_wl_per_cell,11.30,µm
timing,period_minus_slack,2322,ps
route,drtAntennaViolNets,0,
grt,grt_usage,0.05672,
synthesis,top_area_frac,0.4165,
synthesis,synth_area,1634,µm²
synthesis,largest_area_cell,"dfxtp_1",
clocking,ctsResizeCount,0,
setup_path,start_kind,"flop",
final_layout,fin_util,0.2489,
synthesis,top_cells_by_area,"dfxtp_1 (42%), nor2_1 (5.7%), mux2i_1 (5.5%)",
floorplanning,core_area,7807,µm²
setup_path,critPathSlowestCell,"nor3b_2",
synthesis,synth_flops,34,
power_and_ir_drop,seqPwrFrac,0.412,
synthesis,ys_types,40,
setup_path,timing.rr.end,"clk_count[15]$_SDFFE_PP0P_",
floorplanning,fp-row-count,32,
final_layout,reg_top3,"clk_count (16), transmit (10), bit_count (4)",
synthesis,synthAoiAreaFrac,0.1861,
grt,grt_remaining_overflow,0,
floorplanning,die_area,12100,µm²
power_and_ir_drop,power.internal,0.9087,mW
power_and_ir_drop,leakage,0.6450,nW
clocking,cts_tree,"done",
synthesis,synth-edff-count,0,
power_and_ir_drop,p_switching,0.5110,mW
grt,grt_pass1_wl,5754,µm
setup_path,reg2reg_depth,4,
timing,worstMarginPinSlew,880.1,ps
synthesis,ys_sh_simple,0.2665,
place,dpl.hpwl,2267,µm
power_and_ir_drop,p_per_area,730.6,nW/µm²
floorplanning,io_pins,13,
route,dr.pass1.iters,4,
place,dp_cells,289,
grt,grt_pass1_vias,1204,
route,via_per_inst,4.559,
place,gp_congestion,0.7480,
timing,skew,6.612,ps
## worst max-delay path: cells and delay by family (launching register included)
| family | cells | cell delay (ps) |
|---|---|---|
| mux | 1 | 360 |
| flops | 1 | 530 |
| simple gates | 3 | 1330 |
## power by group through the flow
stage                 sequential (mW)  combinational [mW]  clock (mW)
final                           0.585               0.532       0.303
after global routing            0.603               0.602       0.332
after CTS                       0.585               0.535       0.317
## logic make-up after synthesis
| kind of cell | after synthesis |
|---|---|
| AND-OR/OR-AND | 45 |
| XOR/XNOR | 1 |
| adder cells (fa/ha/maj) | 2 |
| buffers and inverters | 17 |
| flip-flops | 34 |
| multiplexers | 11 |
| AND/OR/NAND/NOR | 75 |
## worst min-delay path by stage
stage	startpoint	to	slack (ps)
6_report	transmit[0]$_SDFFE_PP0P_	transmit[0]$_SDFFE_PP0P_	460
5_1_grt	transmit[0]$_SDFFE_PP0P_	transmit[0]$_SDFFE_PP0P_	490
4_1_cts	transmit[0]$_SDFFE_PP0P_	transmit[0]$_SDFFE_PP0P_	460
## stage by stage
stage / cell area (µm²) / setup slack, ps / power [mW] / hold WS [ps]
global placement: 1852 / 1132 / 1.123 / 446.8
global route: 1943 / 833.5 / 1.537 / 485.4
finish: 1943 / 1078 / 1.420 / 460.8
detailed placement: 1852 / 1097 / 1.126 / 453.8
CTS: 1943 / 1072 / 1.437 / 464.6
floorplan: 1634 / 1688 / 1.010 / 417.2
## cells in the final DEF (no fill, tap or decap), types with 3 or more instances in the layout
cell              n
clkdlybuf4s50_1  12
a21oi_1          17
o21ai_0           3
nor2_1           25
buf_4             3
nand3_1           5
o311ai_0          4
inv_1             4
nor3_1            7
or4_1             5
nand2_1          10
a311oi_1          4
clkbuf_8          6
a211oi_1         10
dfxtp_1          34
mux2i_1           9
nand2b_1          3
## cell type report
cell class / count / area, µm² / area share
Inverter: 4 / 15.01 / 0.007727
Tap cell: 102 / 127.6 / 0.06568
Sequential cell: 34 / 680.7 / 0.3503
Clock buffer: 7 / 86.33 / 0.04443
Clock inverter: 1 / 5.005 / 0.002576
Multi-Input combinational cell: 134 / 885.9 / 0.4559
Timing Repair Buffer: 15 / 142.6 / 0.07341
## synth_stat cells, types with 2 or more instances
master     n
inv_1      4
or3_1      2
nor4_1     2
nand3_1    5
ha_1       2
o21ai_0    3
nor3b_2    2
buf_2      3
o311ai_0   4
nor2b_1    2
nor3b_1    2
nor2_1    25
nor3_1     7
mux2i_1    9
o211ai_1   2
a211oi_1  10
nand3b_1   2
or4_1      5
mux2_2     2
a21oi_1   17
a311oi_1   4
clkbuf_1   9
dfxtp_1   34
nand2_1   10
nand2b_1   3
## layer usage
| metal | global-route usage | up-vias | wire, µm |
|---|---|---|---|
| li1 | - | 708 | - |
| met1 | 0.08436 | 614 | 1685 |
| met2 | 0.07832 | 30 | 1398 |
| met3 | 0.01998 | 2 | 231 |
| met4 | 0.009294 | 0 | 40 |
| met5 | 0 | - | 0 |
No activity file was given, so power comes from the tool's default toggle rates.
