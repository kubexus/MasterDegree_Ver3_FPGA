$ cat design/flow/run.sh
#!/bin/bash
# OpenROAD 26Q1-2900-gdf79404cd8, Yosys 0.63+post, stock flow scripts
make -C /OpenROAD-flow-scripts/flow DESIGN_CONFIG=/design/flow/config.mk WORK_HOME=/design/flow/orfs finish
$ cat design/flow/config.mk
export PLATFORM = sky130hd
export DESIGN_NAME = NLFSR
export DESIGN_NICKNAME = NLFSR
export VERILOG_FILES = /design/flow/design.v
export SDC_FILE = /design/flow/constraint.sdc
export NUM_CORES = 4
export LEC_CHECK = 1
export CORE_UTILIZATION = 40
$ cat design/flow/constraint.sdc
current_design NLFSR

set clk_period 5.4
set clk_io_pct 0.2

create_clock -name clk0 -period $clk_period [get_ports {clk}]

set non_clock_inputs [all_inputs -no_clocks]
set_input_delay [expr $clk_period * $clk_io_pct] -clock clk0 $non_clock_inputs
set_output_delay [expr $clk_period * $clk_io_pct] -clock clk0 [all_outputs]
$ cat design/flow/design.v
module NLFSR #(parameter SIZE = 24, NUM_OF_TAPS = 2, BYTES = 4)(
	input 					clk,
	input 					res,
	input 					ena,
	input						take_coef,
	input	[7:0]				coef,
	input [BYTES*8-1:1]	co_buf_lin,
	output reg 	ready,
	output reg	failure,
	output reg	found,
	output reg [NUM_OF_TAPS*8-1:0]		co_buf_non
);
parameter [35:0] period = (2**SIZE) - 1;
parameter INIT_VAL = {{SIZE-1{1'b0}},1'b1};
reg [4:0] taps_count;
reg [35:0] i;
reg [7:0] j;
reg [SIZE-1:0] state;
reg [NUM_OF_TAPS:1] TAPS;
initial begin
	co_buf_non <= {NUM_OF_TAPS{8'h00}};
	taps_count <= 1;
	i <= 0;
	state <= INIT_VAL;
	failure <= 1'b0;
	found 	<= 1'b0;
	j <= 0;
	TAPS <= {NUM_OF_TAPS{1'b0}};
	ready <= 1'b0;
end
reg [SIZE-1:1] feedback;
wire feedback1;
assign feedback1 = ^feedback ^ state[0] ^ (TAPS[1] & TAPS[2]); 
always @ (posedge clk) begin
	if (res) begin
		ready 		<= 1'b0;
		state 		<= INIT_VAL;
		found 		<= 1'b0;
		failure 		<= 1'b0;
		i 				<= {36{1'b0}};
		taps_count 	<= 1;
		co_buf_non 	<= {NUM_OF_TAPS{8'h00}};
	end
	if (ena) begin
		if (!ready) begin
			if (take_coef && taps_count <= NUM_OF_TAPS && coef[4:0] < SIZE) begin
				if (taps_count == 1)
					co_buf_non[taps_count*8-1-:8] <= {3'b000,coef[4:0]};
				if (taps_count == 2 && coef[4:0] != co_buf_non[4:0])
					co_buf_non[taps_count*8-1-:8] <= {3'b000,coef[4:0]};
				taps_count <= taps_count + 1;
				if (taps_count == NUM_OF_TAPS) begin
					ready <= 1'b1;
				end
			end
		end else begin
			if (!found && !failure) begin
				state <= {feedback1, state[SIZE-1:1]};
				i <= i + 1;
			end
			if (state == INIT_VAL) begin
				if (i == period)
					found <= 1'b1; 
				if (i > 5 && i < period)
					failure <= 1'b1;
			end
			if (i > period + 3)
				failure <= 1'b1;
		end
	end
end
always @ (*) begin
	for (j=1;j<SIZE;j=j+1) begin
		feedback[j] <= state[j] & co_buf_lin[j];
	end
end
genvar k;
generate
for (k = 1; k <= NUM_OF_TAPS; k = k + 1) 
	begin: TAPSY
	always @ (*) begin
		if (res) begin
			TAPS[k] <= 1'b0;
		end 
		if (ena) begin
			case (co_buf_non[k*8-1-:8])
				8'h01 :	TAPS[k] <= state[1];
				8'h02 :	TAPS[k] <= state[2];
				8'h03 :	TAPS[k] <= state[3];
				8'h04 :	TAPS[k] <= state[4];
				8'h05 :	TAPS[k] <= state[5];
				8'h06 :	TAPS[k] <= state[6];
				8'h07 :	TAPS[k] <= state[7];
				8'h08 :	TAPS[k] <= state[8];
				8'h09 :	TAPS[k] <= state[9];
				8'h0a :	TAPS[k] <= state[10];
				8'h0b :	TAPS[k] <= state[11];
				8'h0c :	TAPS[k] <= state[12];
				8'h0d :	TAPS[k] <= state[13];
				8'h0e :	TAPS[k] <= state[14];
				8'h0f :	TAPS[k] <= state[15];
				8'h10 :	TAPS[k] <= state[16];
				8'h11 :	TAPS[k] <= state[17];
				8'h12 :	TAPS[k] <= state[18];
				8'h13 :	TAPS[k] <= state[19];
				8'h14 :	TAPS[k] <= state[20];
				8'h15 :	TAPS[k] <= state[21];
				8'h16 :	TAPS[k] <= state[22];
				8'h17 :	TAPS[k] <= state[23];
			endcase
		end
	end
end
endgenerate
endmodule
==> run_results.csv <==
group,metric,value,unit
power,share_clk_of_total_power,0.433,
synthesis,syn_area,5110,µm²
routing,dr.first_iter.drc_count,281,
sta,tightestPinTransition,0.726,ns
synthesis,ys_top_cells_by_area,"dfxtp_1 (33%), nand2_1 (8.4%), o21ai_0 (5.2%)",
synthesis,post-synth-top-area-fraction,0.329,
sta,unconstrained_endpoints,2,
cts,cts-resized-gates,0,
sta,unclocked_regs,2,
cts,cts_buffers,9,
sta,finalHoldViolations,0,
routing,routedLengthMet1,5900,µm
power,p_switching,393,µW
synthesis,synth.top_cells.by_count,"nand2_1 (115), dfxtp_1 (84), o21ai_0 (53), clkbuf_1 (27), nand3_1 (26)",
synthesis,most_instantiated_library_cell_after_synthesis,"nand2_1",
global_routing,global_route_wire_length_before_repair,20400,µm
sta,clock_skew,0.00587,ns
global_routing,gr-usage-all-layers,0.197,
cts,tritoncts,"done",
global_routing,vias_in_the_first_global_route,4140,
sta,setup-violations-final,0,
flow_run,tool_warnings,43,
sta,rsz0062_at_grt,"no",
flow_run,number_of_maximum_capacitance_violations,0,
worst_hold_path,worst_hold_path_type,"reg2reg",
synthesis,synth_async_sr_flop_share,0,
cts,worstSkewPairLatency,0.34,ns
floorplanning,core-area,12200,µm²
cts,h-tree-depth,3,
synthesis,yosys.area_share.simple,0.295,
routing,vias,4559,
sta,slew_limit_fails,0,
floorplanning,design.die.area,13200,µm²
routing,wl_met2,5690,µm
power,combPwrFrac,0.156,
power,powerDensity,255,nW/µm²
routing,post_drt_via_cell_ratio,5.51,
critical_path,critical_path_class,"reg2reg",
global_routing,antenna_violations_before_repair,0,
synthesis,synth-seq-cells,86,
routing,drc,0,
power,power.leakage,2.16,nW
global_routing,grt_start_max_net_pins,57,
sta,timing.max_slew.rel_slack,0.512,
sta,finalClockPeriodUsage,0.737,
routing,antenna_cells_inserted,0,
place,globalplace.congestion,0.840,
routing,first_drt_pass_iteration_count,4,
synthesis,synth.cellmix.compoundShare,0.143,
sta,maxClockFrequency,251,MHz
routing,final_ant_viol_nets,0,
floorplanning,floorplanUtilization,0.419,
final_layout,final_layout_size_suffix_gt1_frac,0.0788,
synthesis,synth.yosys.chip_area,5110,µm²
cts,clock_pin_slew_of_the_registers_on_the_worst_case_setup_and_hold_paths,0.06,ns
synthesis,postSynth.topFlopCell,"dfxtp_1",
sta,fin_tns_setup,0,ns
floorplanning,boundaryPins,62,
critical_path,worst_path_maximum_fanout,14,
final_layout,areaGrowthSynthToFinish,18.5,%
power,ir_worst_vdd,0.160,mV
synthesis,top_area_cell,"dfxtp_1",
cts,clockRootBuffer,"clkbuf_16",
sta,hold_slack,0.494,ns
final_layout,fill_cells,1158,
synthesis,synth-edff-count,0,
floorplanning,die.size.x,115,µm
routing,drt-wirelength-per-cell,14.9,µm
synthesis,avgSynthCellArea,8.22,µm²
critical_path,worstPathArrival,4.21,ns
routing,dr.max_layer_used,"met4",
place,dpl.hpwl,8740,µm
critical_path,crit_path_end_kind,"flip-flop",
routing,totalWireLength,12300,µm
status,run_status,"complete, no violations",
cts,holdBufCountCts,0,
power,p_sw_frac,0.254,
synthesis,yosysWarningCount,3,
power,internal_power,1.15,mW
critical_path,startpoint_type_of_the_worst_setup_path,"flip-flop",
synthesis,multiplexer_fraction_of_the_synthesized_cell_area,0.0925,
synthesis,yosys-dominant-comb-family,"simple AND/OR/NAND/NOR gates",
synthesis,synth_adder_area_share,0.0391,
sta,period_minus_slack,3.98,ns
cts,clockBufferDepth,2,
floorplanning,die.size.y,115,µm
floorplanning,rows,40,
synthesis,synth_cells,622,
synthesis,yosys-stat-cells,622,
critical_path,required,5.62,ns
routing,met3_wirelength,553,µm
power,power.share.sequential,0.411,
cts,post_cts_setup_buffers,0,
global_routing,grt.overflow.total,0,
synthesis,synthXorXnorAreaFrac,0.0619,
place,port-buffer-count,50,
synthesis,synth_cell_type_count,62,
## logic make-up after synthesis
family / after synthesis
latches: 2
adders and majority gates: 16
and+or+nand+nor: 287
DFF: 84
xor gates and xnor gates: 33
buffers and inverters: 44
AOI/OAI and AO/OA: 120
muxes: 36
## cell usage in the layout (no fill, tap or decap), types with 6 or more instances in the layout
master / netlist / routed
nand2_1: 115 / 115
dfxtp_1: 84 / 84
o21ai_0: 53 / 53
clkdlybuf4s50_1: 0 / 50
nand3_1: 26 / 26
a21oi_1: 22 / 22
xnor2_1: 22 / 22
nor2b_1: 20 / 20
nor2_1: 19 / 19
ha_1: 16 / 16
and3_1: 15 / 15
mux2i_1: 15 / 15
nand4_1: 15 / 15
nor3_1: 15 / 14
nor4_1: 14 / 14
inv_1: 11 / 11
mux2_2: 10 / 10
xor2_1: 9 / 9
clkbuf_16: 0 / 9
o31ai_1: 8 / 8
a31oi_1: 7 / 7
nand4b_1: 6 / 6
o211ai_1: 6 / 6
nor4b_1: 6 / 6
mux4_2: 6 / 6
## layer usage
layer | vias up | global-route usage
met5 | - | 0
met4 | 0 | 0.0225
met3 | 13 | 0.0365
met2 | 91 | 0.314
met1 | 2127 | 0.293
li1 | 2328 | -
## critical path, cell delays in order, from the launching register on
cell	delay, ns
dfxtp_1	0.62
inv_1	0.18
ha_1	0.31
xnor2_1	0.41
xnor2_1	0.13
nor2_1	0.26
nand2_1	0.13
inv_1	0.07
ha_1	0.22
nand4b_1	0.17
nor4_1	0.21
nand4_1	0.14
or4_1	0.65
mux2_4	0.37
## worst paths after layout
kind | startpoint | end | slack, ns | cells after the start
max | taps_count[0]$_DFF_P_ | co_buf_non[2]$_DFF_P_ | 1.42 | 13
min | i[16]$_DFF_P_ | i[16]$_DFF_P_ | 0.49 | 1
min reg2reg | i[16]$_DFF_P_ | i[16]$_DFF_P_ | 0.49 | 1
max reg2reg | taps_count[0]$_DFF_P_ | co_buf_non[2]$_DFF_P_ | 1.42 | 13
## state kept, by name (all words and copies together), names as in the netlist
register and cells:
ready 1, taps_count 5, i 36, failure 1
TAPS 2, found 1, state 24, co_buf_non 16
## through the flow
step / util / power (mW) / cell area (µm²) / instances / setup WS (ns)
4_1_cts: 0.496 / 1.56 / 6060 / 828 / 1.40
5_1_grt: 0.496 / 1.63 / 6060 / 828 / 1.08
6_report: 0.496 / 1.55 / 6060 / 828 / 1.42
2_1_floorplan: - / 0.823 / 5110 / 622 / 1.96
3_3_place_gp: 0.470 / 0.879 / 5740 / 812 / 1.57
3_5_place_dp: 0.470 / 0.891 / 5740 / 812 / 1.44
## power groups by stage
stage / combinational (mW) / clock, mW / sequential, mW
4_1_cts: 0.242 / 0.683 / 0.636
5_1_grt: 0.279 / 0.711 / 0.637
6_report: 0.241 / 0.669 / 0.636
## cell type report
type                       count  area [µm²]  area share
multi-input combinational    492        3230       0.534
sequential                    86        1710       0.282
timing repair buffer          55         538      0.0888
clock buffer                  10         239      0.0394
tap                          168         210      0.0347
clock inverter                 6        86.3      0.0142
inverter                      11        41.3     0.00681
Power is estimated from default activity; no workload was simulated.
