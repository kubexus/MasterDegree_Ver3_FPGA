File: ./config.mk
export PLATFORM = sky130hd
export DESIGN_NAME = PRNG
export DESIGN_NICKNAME = PRNG
export VERILOG_FILES = /design/flow/design.v
export SDC_FILE = /design/flow/constraint.sdc
export NUM_CORES = 4
export LEC_CHECK = 1
export CORE_UTILIZATION = 40
File: ./constraint.sdc
current_design PRNG

set clk_period 2.0
set clk_io_pct 0.2

create_clock -name clk0 -period $clk_period [get_ports {clk}]

set non_clock_inputs [all_inputs -no_clocks]
set_input_delay [expr $clk_period * $clk_io_pct] -clock clk0 $non_clock_inputs
set_output_delay [expr $clk_period * $clk_io_pct] -clock clk0 [all_outputs]
File: ./design.v
module PRNG #(parameter SEED = 8168464) (
	input 				clk,
	input					res,
	output reg [7:0] 	dout,
	output reg 			done
);
reg [31:0] 	lfsr;
reg [7:0] 	waiter;
reg [3:0] 	i;
wire feedback;
assign feedback 	= (lfsr[31] ^ lfsr[21] ^ lfsr[1] ^ lfsr[0]);
initial begin
	lfsr 			<= SEED;
	dout			<= 8'h00;
	waiter		<= 8'h00;
	i 				<= 4'b0000;
	done 			<= 1'b0;
end
always @ (posedge clk) begin
	if (res) begin
		dout		<= 8'h00;
		done 		<= 1'b0;
		i 			<= 4'b0000;
		waiter	<= 8'h00;
	end else begin
		lfsr <= {feedback,lfsr[31:1]};
		if (i < 7) begin
			done <= 1'b0;
			dout[i] <= lfsr[31];
			i <= i + 1;
		end
		if (i == 7) begin
			dout[i] <= lfsr[31];
			if (dout[4:0] != 5'b00000)  
				done <= 1'b1;
			i <= 0;
		end
	end
end
endmodule
File: ./run.sh
#!/bin/bash
# OpenROAD 26Q1-2900-gdf79404cd8, Yosys 0.63+post, stock flow scripts
make -C /OpenROAD-flow-scripts/flow DESIGN_CONFIG=/design/flow/config.mk WORK_HOME=/design/flow/orfs finish
==> impl_metrics.py <==
# Auto-generated metrics
metrics = {
    "run_status": {
        "status": "completed",
    },
    "timing": {
        "worst_clock_skew_ps": 4.09,
        "fin_ws_ps": 302,
        "tightest_slew_ps": 403,
        "post-route-period-util": 0.849,
        "final_max_slew_viol_count": 0,
        "fmax_mhz": 589,
        "setup_violations": 0,
        "min_period_ps": 1700,
        "setup_tns_ps": 0,
        "slew-limit-headroom": 0.731,
        "rsz0062_at_grt": "no",
        "hold_viol_final": 0,
    },
    "cells_and_area": {
        "fillers": 333,
        "area_growth_pct": 15.4,
        "postLayoutCellArea_um2": 1940,
        "drive_above_1_share": 0.0970,
        "fin_util": 0.484,
    },
    "power": {
        "power_mw": 1.78,
        "ir_drop_mv": 0.424,
        "leakagePower_nw": 0.674,
        "powerDensity_nw_per_um2": 922,
    },
    "place": {
        "dp_slack_ps": 325,
        "place_congestion": 0.847,
        "port_buffers": 10,
        "placed_area_um2": 1850,
        "dpl.hpwl_mm": 1.61,
    },
    "setup_path": {
        "cp.required_ps": 2200,
        "end_kind": "register",
        "critPathKind": "register to register",
        "rr_worst_depth": 6,
        "arrival_ps": 1900,
        "cp-start-kind": "register",
        "path_max_fanout": 9,
    },
    "synth": {
        "ys_cells": 117,
        "ys_types": 29,
        "top_cell_area_share": 0.573,
        "synthTopCellsByCount": "edfxtp_1 (32), dfxtp_1 (13), nor2_1 (9)",
        "area_leaders": "edfxtp_1 (57%), dfxtp_1 (16%), ha_1 (3.7%), nor2_1 (2.0%), a21oi_1 (1.8%)",
        "yosysSeqAreaShare": 0.728,
        "most_common_cell": "edfxtp_1",
        "ff_type": "edfxtp_1",
        "synth-area-yosys_um2": 1680,
        "numSynthFlops": 45,
        "syn_inst": 117,
        "largest_area_cell": "edfxtp_1",
        "syn_avg_cell_area_um2": 14.3,
        "edf_count": 32,
        "syn-cell-area_um2": 1680,
        "yosys_warnings": 1,
        "synthArstFlopShare": 0,
    },
    "die": {
        "initCoreUtil": 0.419,
        "dieArea_um2": 4460,
        "core_um2": 4000,
        "fp-row-count": 23,
        "num_io_pins": 11,
        "die_h_um": 66.8,
        "die_w_um": 66.8,
    },
    "routing": {
        "wire_per_inst_um": 13.4,
        "num_vias": 916,
        "postRouteAntennaNets": 0,
        "viasPerCell": 4.98,
        "drt-pass1-iter-count": 4,
        "antenna_cells": 0,
        "drc_errors": 0,
        "wirelength_mm": 2.47,
        "drt_iter0_drc": 59,
    },
    "global_route": {
        "grt_pass1_vias": 848,
        "grt_pass1_wl_mm": 4.09,
        "antenna_found_initial": 0,
        "grt-ovfl-total": 0,
        "grt_max_degree": 37,
        "grtUsageTotal": 0.132,
    },
    "clock_tree": {
        "cts-buffers-inserted": 5,
        "cts_hold_buf": 0,
        "cts_setup_buffers": 0,
        "clkLatencyLatePin_ps": 290,
        "cts_root_buffer": "clkbuf_8",
        "numClockSinks": 45,
        "clk_pin_slew_worst_paths_ps": 80,
        "tritoncts": "built",
        "htree_levels": 2,
        "clockBufferDepth": 2,
        "post_cts_resized": 0,
    },
    "flow_run": {
        "warning_count": 29,
        "drv_cap": 0,
    },
    "worst_hold_path": {
        "worstHoldPathCells": 0,
        "worstHoldPathType": "register to register",
    },
}
## routing by layer
metal / routed length [µm] / part of all wire / global-route usage / vias to the layer above
li1: - / - / - / 459
met1: 1420 / 0.57 / 0.263 / 429
met2: 875 / 0.35 / 0.145 / 24
met3: 149 / 0.060 / 0.0503 / 4
met4: 30 / 0.012 / 0.0213 / 0
met5: 0 / 0 / 0 / -
## worst max-delay path, cell delays in order (launching register included)
cell and delay (ps):
dfxtp_1 470, inv_1 140, ha_1 280, and2_4 190, a21oi_2 210, o21ai_2 90
a221oi_2 220
## logic make-up (layout without fill, tap and decap cells)
family | Yosys count | count (layout) | share of synthesized area
XOR/XNOR | 3 | 3 | 0.0157
AND/OR/NAND/NOR | 32 | 32 | 0.0984
adder cells (fa/ha/maj) | 5 | 5 | 0.0373
multiplexers | 3 | 3 | 0.0179
flip-flops | 45 | 45 | 0.728
buffers and inverters | 7 | 24 | 0.0171
AND-OR/OR-AND | 22 | 22 | 0.0858
## placed cells by master (no fill, tap or decap)
master	instances
a21oi_1	6
a21oi_2	1
a221oi_2	1
a41oi_1	1
and2_4	1
buf_12	1
buf_4	1
clkbuf_1	1
clkbuf_8	5
clkdlybuf4s50_1	10
clkinv_2	2
dfxtp_1	13
edfxtp_1	32
ha_1	5
inv_1	4
mux2i_1	3
nand2_1	4
nand2b_1	4
nand3_1	2
nand3b_1	2
nor2_1	9
nor2b_1	2
nor3_1	5
nor3b_1	1
o211ai_1	4
o21ai_0	6
o21ai_1	1
o21ai_2	1
o31ai_1	1
or2_1	1
or3_1	1
xnor2_1	2
xor2_1	1
## stage by stage
stage               hold slack [ps]  cells
floorplan                       400    117
global placement                405    176
detailed placement              406    176
CTS                             424    184
global route                    429    184
finish                          422    184
## where the power goes
group	switching, mW	total [mW]	internal, mW	leakage, nW
registers	0.0412	1.10	1.06	0.419
logic	0.0872	0.160	0.0731	0.210
clock network	0.279	0.521	0.242	0.0450
## registers in the layout, summed over array words and instances, names as in the netlist
register / cells
done: 1
lfsr: 32
i: 4
dout: 8
## area by class of cell
| class | instances | area [µm²] | share of cell area |
|---|---|---|---|
| Clock buffer | 6 | 72.6 | 0.0375 |
| Clock inverter | 2 | 10.0 | 0.00517 |
| Inverter | 4 | 15.0 | 0.00775 |
| Multi-Input combinational cell | 65 | 428 | 0.221 |
| Sequential cell | 45 | 1220 | 0.630 |
| Tap cell | 50 | 62.6 | 0.0323 |
| Timing Repair Buffer | 12 | 128 | 0.0659 |
## path summary, 6_finish.rpt
check / from / endpoint / slack [ps]
setup / recovery: i[0] / dout[2] / 300
hold / removal: lfsr[22] / lfsr[21] / 420
setup reg to reg: i[0] / dout[2] / 300
hold reg to reg: lfsr[22] / lfsr[21] / 420
No activity file was given, so power comes from the tool's default toggle rates.
